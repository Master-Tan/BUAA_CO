`design/flow/config.mk`:
```
export PLATFORM = sky130hd
export DESIGN_NAME = Counter
export DESIGN_NICKNAME = Counter
export VERILOG_FILES = /design/flow/design.v
export SDC_FILE = /design/flow/constraint.sdc
export NUM_CORES = 4
export LEC_CHECK = 1
export CORE_UTILIZATION = 30
```
`design/flow/constraint.sdc`:
```
current_design Counter

set clk_period 15.0
set clk_io_pct 0.2

create_clock -name clk0 -period $clk_period [get_ports {Clk}]

set non_clock_inputs [all_inputs -no_clocks]
set_input_delay [expr $clk_period * $clk_io_pct] -clock clk0 $non_clock_inputs
set_output_delay [expr $clk_period * $clk_io_pct] -clock clk0 [all_outputs]
```
`design/flow/design.v`:
```
`timescale 1ns / 1ps
module Counter(
	input Clk,
    input Reset,
    input Slt,
    input En,
    output reg [63:0] Output0,
    output reg [63:0] Output1
    );
    initial
    begin
        Output0 <= 0;
        Output1 <= 0;
        cnt <= 0;
    end
    reg [2:0] cnt;
    always @(posedge Clk) begin
        if (Reset==1) begin
            Output0 <= 0;
            Output1 <= 0;
            cnt <= 0;
        end
        else begin
            if (En==1) begin
                if (Slt==0) begin
                    Output0 <= Output0 + 1;
                end
                else begin
                    if (cnt==3) begin
                        cnt <= 0;
                        Output1 <= Output1 + 1;
                    end
                    else begin
                        cnt <= cnt + 1;
                    end
                end
            end
        end
    end
endmodule
```
`design/flow/run.sh`:
```
#!/bin/bash
# OpenROAD 26Q1-2900-gdf79404cd8, Yosys 0.63+post, stock flow scripts
make -C /OpenROAD-flow-scripts/flow DESIGN_CONFIG=/design/flow/config.mk WORK_HOME=/design/flow/orfs finish
```
==> ci_impl_report.md <==
## Implementation flow summary

| Metric | Value |
|---|---|
| Outcome | `finished clean` |
| Setup ws final | `9.52 ns` |
| Fin crit period | `5.48 ns` |
| Clock group share of total power | `55.8%` |
| Diodes inserted | `0` |
| RSZ-0062 raised after global routing | `no` |
| CTS sink cnt | `131` |
| Routed length on met1 | `8200 um` |
| Via count | `5834` |
| CP endpoint kind | `register` |
| Slew @ Worst Pin | `0.881 ns` |
| Switching share of power | `19.7%` |
| Tally of OpenROAD warnings | `25` |
| Setup slack at placement | `9.17 ns` |
| Post-Syn Instances | `734` |
| Complex Gates by Area | `9.46%` |
| NetSw | `0.160 mW` |
| # DRC | `0` |
| Yosys cell count | `734` |
| Slew HR | `40.8%` |
| Placed cells | `1106` |
| Sequential Power Share | `43.0%` |
| Syn Std Cell Area | `6280 um^2` |
| Finish-stage setup viols | `0` |
| Crit Path Class | `primary input to register` |
| Gpl congestion | `0.848` |
| Yosys stat chip area | `6280 um^2` |
| Worst path slowest cell | `and4_1` |
| Tot GR Track Use | `16.1%` |
| Comb power frac | `1.2%` |
| Root buf cell | `clkbuf_16` |
| Final worst path period share | `36.5%` |
| Max VDD drop | `0.0692 mV` |
| Post-DP HPWL | `11900 um` |
| Latency at later pin | `0.41 ns` |
| Fin Setup TNS | `0 ns` |
| WP data required | `15.33 ns` |
| Area grow syn2layout | `34.6%` |
| Pint | `0.651 mW` |
| Initial antenna violation count | `0` |
| Cells along the critical path | `clkdlybuf4s50_1 -> and4b_1 -> and4_1 -> nand3_1 -> or3_1 -> a21oi_1` |
| # IOs | `132` |
| Largest net degree at the start of global routing | `68` |
| Crit-path max FO | `14` |
| CP peak stage delay | `0.64 ns` |
| Initial Util | `30.8%` |
| DRT Pass-1 Iters | `5` |
| FF+latch area | `2620 um^2` |
| Worst Hold Class | `register to register` |
| WL final | `17100 um` |
| Basic Gates by Area | `35.2%` |
| Hold Path Origin | `cnt[1]` |
| DRT iter0 DRCs | `494` |
| Cell Area, Placed | `7800 um^2` |
| Metal2 WL | `7630 um` |
| Fillers | `1993` |
| Post-cts gate resize count | `0` |
| Largest logic family | `simple AND/OR/NAND/NOR gates` |
| Most instantiated logic cells after routing | `dfxtp_1, clkdlybuf4s50_1, nor2_1` |
| Core Area | `20400 um^2` |
| Dominant logic cell type in the layout | `dfxtp_1` |
| Critical Path Start | `En` |
| CTS Buffer Depth | `2` |
| CP arrival | `5.81 ns` |
| Fin cells | `1138` |
| Die Width | `147 um` |
| Synth warn | `1` |
| Delay-heaviest family, CP | `simple AND/OR/NAND/NOR gates` |
| Top cells by area | `dfxtp_1, xor2_1, nor2_1, nand4_1, a21oi_1` |
| Max-slew violation count | `0` |
| Gate Area | `3490 um^2` |
| Fin. Hold Viols | `0` |
| CTS tree | `yes` |
| Top sig layer | `met4` |
| Xor/xnor share of the synthesized area | `10.2%` |
| CP bufs+invs | `1` |
| Static Leak | `2.66 nW` |
| Die Height | `147 um` |
| Mean post-synth cell area | `8.56 um^2` |
| Finished Cell Area | `8450 um^2` |
| CTS Buf Count | `17` |
| Max Cap Viol | `0` |
| Chip Area | `21500 um^2` |
| Post-route ant nets | `0` |
| Seq cells post-synth | `131` |
| Adder Area Share | `0.598%` |
| Mux share | `0.159%` |
| Setup crit start kind | `primary input` |
| Number of hold buffers added after CTS | `0` |
| Metal3 WL | `1050 um` |
| Synth cell types | `39` |
| DR WL/cell | `15.0 um` |
| FF-to-FF Start | `cnt[0]` |
| Vias in the first global route | `5238` |
| Number of core rows | `52` |
| Top-area cell type share of the netlist area | `41.8%` |
| H-Tree Depth | `4` |
| Pwr dens | `96.0 nW/um^2` |
| Aggregate global routing overflow | `0` |
| Via/cell ratio | `5.13` |
| First-pass GRT wire length | `27800 um` |
| Post-synth top area cell | `dfxtp_1` |
| Peak Freq | `183 MHz` |
| Clock slew at reported path FFs | `0.06 ns` |
| Number of buffers added on ports | `131` |
| Layout cells sized above 1 | `6.68%` |
| Clock skew | `0.00831 ns` |
| Post-CTS Setup Bufs | `0` |
| Seq/Total Area, Yosys | `41.8%` |
## sequential cells by signal, indices dropped and copies added, names as in the netlist
| name | cells |
|---|---|
| cnt | 3 |
| Output1 | 64 |
| Output0 | 64 |
## worst register-to-register path: cells and delay by family (launching register included)
family	cells	cell delay (ns)
AND/OR/NAND/NOR	4	2.00
flip-flops	1	0.35
AND-OR/OR-AND	1	0.15
adder cells (fa/ha/maj)	1	0.20
## area by class of cell
cell class,instances,area share (%)
Clock buffer,24,5.94
Multi-Input combinational cell,563,41.3
Clock inverter,8,1.73
Sequential cell,131,31.0
Timing Repair Buffer,132,15.6
Tap cell,270,4.00
Inverter,10,0.444
## synth_stat cells (all sizes together)
cell type  number
dfxtp         131
nor2           89
nand4          58
a21oi          56
nand2          47
nand3          47
xor2           46
o21ai          40
or3            40
xnor2          27
nor4           26
clkbuf         24
or4            15
o31ai          13
and4           11
inv            10
and3            9
nor3            9
nand4b          7
and2            6
buf             6
or2             4
ha              3
and4b           2
nor2b           2
a211oi          1
a311oi          1
mux2i           1
nand2b          1
nor4b           1
or4b            1
## power groups by stage
stage	clock network, mW	registers (mW)	logic (mW)
CTS	0.459	0.349	0.00988
global route	0.473	0.349	0.0109
finish	0.453	0.349	0.00970
## metrics by stage
step / hold slack [ns] / utilization, % / power, mW
after floorplan: 0.427 / - / 0.363
after global placement: 0.447 / 38.3 / 0.367
after detailed placement: 0.446 / 38.3 / 0.367
after CTS: 0.460 / 41.5 / 0.818
after global routing: 0.493 / 41.5 / 0.833
final: 0.462 / 41.5 / 0.812
## final timing paths
path | to | slack (ns) | cells past startpoint
hold reg to reg | cnt[1] | 0.46 | 2
setup / recovery | Output1[50] | 9.52 | 6
setup reg to reg | Output1[50] | 12.23 | 6
hold / removal | cnt[1] | 0.46 | 2
## kinds of logic (layout without fill, tap and decap cells)
group,after synthesis,after routing
and+or+nand+nor,375,375
DFF,131,131
AOI/OAI and AO/OA,111,111
xor gates and xnor gates,73,73
buffers and inverters,40,174
adders and majority gates,3,3
muxes,1,1
## per-layer routing
layer | track usage [%] | vias to the layer above
met3 | 3.73 | 17
met4 | 2.29 | 0
met1 | 24.0 | 2723
met5 | 0 | -
li1 | - | 2940
met2 | 24.7 | 154
No activity file was given, so power comes from the tool's default toggle rates.
